==> run.sh <==
#!/bin/bash
# OpenROAD 26Q1-2900-gdf79404cd8, Yosys 0.63+post, stock flow scripts
make -C /OpenROAD-flow-scripts/flow DESIGN_CONFIG=/design/flow/config.mk WORK_HOME=/design/flow/orfs finish
==> config.mk <==
export PLATFORM = sky130hd
export DESIGN_NAME = decode_cycle
export DESIGN_NICKNAME = decode_cycle
export VERILOG_FILES = /design/flow/design.v
export SDC_FILE = /design/flow/constraint.sdc
export NUM_CORES = 4
export LEC_CHECK = 1
export CORE_UTILIZATION = 30
==> constraint.sdc <==
current_design decode_cycle

set clk_period 31.4
set clk_io_pct 0.2

create_clock -name clk0 -period $clk_period [get_ports {clk}]

set non_clock_inputs [all_inputs -no_clocks]
set_input_delay [expr $clk_period * $clk_io_pct] -clock clk0 $non_clock_inputs
set_output_delay [expr $clk_period * $clk_io_pct] -clock clk0 [all_outputs]
==> design.v <==
module ALU_Decoder(
    input [1:0] ALUOp,       
    input [2:0] funct3,      
    input [6:0] funct7,      
    output reg [2:0] ALUControl
);
    always @(*) begin
        case(ALUOp)
            2'b00: ALUControl = 3'b000;  
            2'b01: ALUControl = 3'b001;  
            2'b10: begin 
                case(funct3)
                    3'b000: ALUControl = (funct7[5]) ? 3'b001 : 3'b000;                  
                    3'b001: ALUControl = 3'b110;  
                    3'b010: ALUControl = 3'b101;  
                    3'b011: ALUControl = 3'b101;  
                    3'b100: ALUControl = 3'b100;  
                    3'b101: ALUControl = 3'b111;  
                    3'b110: ALUControl = 3'b011;  
                    3'b111: ALUControl = 3'b010;  
                    default: ALUControl = 3'b000;  
                endcase
            end
            2'b11: begin
                 case(funct3)
                    3'b000: ALUControl = 3'b000;  
                    3'b001: ALUControl = 3'b110;  
                    3'b010: ALUControl = 3'b101;  
                    3'b011: ALUControl = 3'b101;  
                    3'b100: ALUControl = 3'b100;  
                    3'b101: ALUControl = 3'b111;  
                    3'b110: ALUControl = 3'b011;  
                    3'b111: ALUControl = 3'b010;  
                    default: ALUControl = 3'b000;
                endcase
            end
            default: ALUControl = 3'b000;  
        endcase
    end
endmodule
module Control_Unit_Top(
    input [6:0] Op, funct7,
    input [2:0] funct3,
    output RegWrite, ALUSrc, MemWrite, ResultSrc, Branch,
    output [1:0] ImmSrc,
    output [2:0] ALUControl
);
    wire [1:0] ALUOp;
    Main_Decoder main_decoder_inst (
        .Op(Op),
        .RegWrite(RegWrite),
        .ImmSrc(ImmSrc),
        .MemWrite(MemWrite),
        .ResultSrc(ResultSrc),
        .Branch(Branch),
        .ALUSrc(ALUSrc),
        .ALUOp(ALUOp)
    );
    ALU_Decoder alu_decoder_inst (
        .ALUOp(ALUOp),
        .funct3(funct3),
        .funct7(funct7), 
        .ALUControl(ALUControl)
    );
endmodule
`timescale 1ns / 1ps
module decode_cycle(
    input clk, rst,
    input [31:0] InstrD, PCD, PCPlus4D, ResultW,
    input RegWriteW,
    input [4:0] RDW,
    output reg RegWriteE, ALUSrcE, MemWriteE, ResultSrcE, BranchE,
    output reg [2:0] ALUControlE,
    output reg [31:0] RD1_E, RD2_E, Imm_Ext_E,
    output reg [4:0] RS1_E, RS2_E, RD_E,
    output reg [31:0] PCE, PCPlus4E,
    output [4:0] RS1_D, RS2_D  
);
    wire RegWriteD, ALUSrcD, MemWriteD, ResultSrcD, BranchD;
    wire [1:0] ImmSrcD;
    wire [2:0] ALUControlD;
    wire [31:0] RD1_D, RD2_D;
    wire [31:0] Imm_Ext_D;
assign RS1_D = InstrD[19:15];
    assign RS2_D = InstrD[24:20];
    Control_Unit_Top control (
        .Op(InstrD[6:0]),
        .RegWrite(RegWriteD),
        .ImmSrc(ImmSrcD),
        .ALUSrc(ALUSrcD),
        .MemWrite(MemWriteD),
        .ResultSrc(ResultSrcD),
        .Branch(BranchD),
        .funct3(InstrD[14:12]),
        .funct7(InstrD[31:25]),
        .ALUControl(ALUControlD)
    );
    Register_File rf (
        .clk(clk),
        .rst(rst),
        .WE3(RegWriteW),
        .WD3(ResultW),       
        .A1(InstrD[19:15]),  
        .A2(InstrD[24:20]),  
        .A3(RDW),
        .RD1(RD1_D),         
        .RD2(RD2_D)          
    );
    Sign_Extend extension (
        .In(InstrD),
        .Imm_Ext(Imm_Ext_D),
        .ImmSrc(ImmSrcD)
    );
    always @(posedge clk) begin
        if (rst == 1'b0) begin  
            RegWriteE     <= 1'b0;
            ALUSrcE        <= 1'b0;
            MemWriteE      <= 1'b0;
            ResultSrcE     <= 1'b0;
            BranchE        <= 1'b0;
            ALUControlE    <= 3'b000;
            RD1_E          <= 32'h00000000;
            RD2_E          <= 32'h00000000;
            Imm_Ext_E      <= 32'h00000000;
            RD_E           <= 5'h00;
            PCE            <= 32'h00000000;
            PCPlus4E       <= 32'h00000000;
            RS1_E          <= 5'h00;
            RS2_E          <= 5'h00;
        end else begin
            RegWriteE      <= RegWriteD;
            ALUSrcE        <= ALUSrcD;
            MemWriteE      <= MemWriteD;
            ResultSrcE     <= ResultSrcD;
            BranchE        <= BranchD;
            ALUControlE    <= ALUControlD;
            RD1_E          <= RD1_D;
            RD2_E          <= RD2_D;
            Imm_Ext_E      <= Imm_Ext_D;
            RD_E           <= InstrD[11:7];   
            PCE            <= PCD;
            PCPlus4E       <= PCPlus4D;
            RS1_E          <= InstrD[19:15];  
            RS2_E          <= InstrD[24:20];  
        end
    end
endmodule
module Main_Decoder(
    input [6:0] Op,
    output reg RegWrite, MemWrite, ResultSrc, Branch, ALUSrc,
    output reg [1:0] ImmSrc, ALUOp
);
    always @(*) begin
        case(Op)
            7'b0110011: begin  
                RegWrite = 1'b1; ImmSrc = 2'bxx; ALUSrc = 1'b0;
                MemWrite = 1'b0; ResultSrc = 1'b0; Branch = 1'b0; ALUOp = 2'b10;
            end
            7'b0010011: begin  
                RegWrite = 1'b1; ImmSrc = 2'b00; ALUSrc = 1'b1;
                MemWrite = 1'b0; ResultSrc = 1'b0; Branch = 1'b0; ALUOp = 2'b10;
            end
            7'b0000011: begin  
                RegWrite = 1'b1; ImmSrc = 2'b00; ALUSrc = 1'b1;  
                MemWrite = 1'b0; ResultSrc = 1'b1;  
                Branch   = 1'b0; ALUOp = 2'b00;      
            end
            7'b0100011: begin  
                RegWrite = 1'b0; ImmSrc = 2'b01; ALUSrc = 1'b1;  
                MemWrite = 1'b1; ResultSrc = 1'bx;  
                Branch   = 1'b0; ALUOp = 2'b00;      
            end
            default: begin
                RegWrite = 1'b0; ImmSrc = 2'b00; ALUSrc = 1'b0;
                MemWrite = 1'b0; ResultSrc = 1'b0; Branch = 1'b0; ALUOp = 2'b00;
            end
        endcase
    end
endmodule
`timescale 1ns / 1ps
module Register_File(
    input clk,
    input rst,         
    input WE3,         
    input [4:0] A1,    
    input [4:0] A2,    
    input [4:0] A3,    
    input [31:0] WD3,  
    output [31:0] RD1, 
    output [31:0] RD2  
);
    reg [31:0] Register [31:0];
    integer i;
    always @ (posedge clk)
    begin
        if (rst == 1'b0) begin 
            for (i = 0; i < 32; i = i + 1)
                Register[i] <= 32'h00000000;
        end
        else if(WE3 && (A3 != 5'h00)) begin
            Register[A3] <= WD3;
        end
    end
    assign RD1 = (A1 == 5'h00) ? 32'h00000000 : Register[A1];
    assign RD2 = (A2 == 5'h00) ? 32'h00000000 : Register[A2];
endmodule
`timescale 1ns / 1ps
module Sign_Extend (
    input [31:0] In,
    input [1:0] ImmSrc,
    output reg [31:0] Imm_Ext
);
    always @(*) begin
        case(ImmSrc)
            2'b00: Imm_Ext = {{20{In[31]}}, In[31:20]};
            2'b01: Imm_Ext = {{20{In[31]}}, In[31:25], In[11:7]};
            2'b10: Imm_Ext = {{20{In[31]}}, In[7], In[30:25], In[11:8], 1'b0};
            default: Imm_Ext = 32'b0;
        endcase
    end
endmodule
==> qor.csv <==
stage,metric,value,unit
cts,clk_path_buf_depth,3,
final_timing,setup_violations,0,
yosys,ys_seq_share,58.3,%
yosys,synthSimpleGateAreaFrac,12.5,%
yosys,ys_cells,3808,
outcome,status,"complete, no violations",
routing,dr_wl_met3,29200,um
yosys,ys_warn_count,5,
routing,top_layer,met5,
final_timing,slew_headroom,26.3,%
cts,root_buffer,clkbuf_16,
yosys,ys_area,0.0583,mm2
yosys,logic_family,multiplexers,
floorplan,initCoreUtil,30.2,%
final_timing,fmax,70.3,MHz
grt,overflow,0,
routing,drc,0,
floorplan,pin_count,329,
yosys,netlist_area,0.0583,mm2
critical_path,arrival,7.94,ns
pwr,p_seq_share,49.6,%
critical_path,path_buffers,2,
pwr,power,3.73,mW
final_timing,max_slew.worst_pin.slew,1.10,ns
final_timing,finalCritPeriodShare,45.3,%
routing,wl_met1,62200,um
place,postPlaceCellArea,0.0647,mm2
final_timing,slew_violations,0,
critical_path,crit_top_cell,clkdlybuf4s50_1,
cts,clkLatencyLatePin,0.77,ns
routing,met2_length,94500,um
routing,wire_per_inst,29.4,um
yosys,synthAoiAreaFrac,4.06,%
final_timing,rsz0062_at_grt,no,
yosys,ys_sh_adder,0,%
yosys,ys_async_sr_fraction,0,%
yosys,dominantRegCellSynth,edfxtp_1,
floorplan,coreArea,0.193,mm2
cts,cts_max_level,3,
grt,antenna_found_initial,9,
pwr,irDropWorstVdd,0.0000497,V
final_timing,clock_skew,0.0292,ns
pwr,intPower,2.82,mW
final_timing,period_minus_slack,14.22,ns
final_timing,finalSetupTns,0,ns
cts,cts_tree,done,
grt,grt_pass1_wl,277000,um
pwr,swShare,24.3,%
critical_path,crit_required,25.12,ns
critical_path,crit_family,buffers and inverters,
cts,holdBufCountCts,0,
cells_and_area,drive_above_1_share,21.4,%
grt,grt_max_degree,86,
pwr,p_leak,23.7,nW
critical_path,end_kind,primary output,
critical_path,cp_cell_sequence,"clkdlybuf4s50_1, clkdlybuf4s50_1",
yosys,edf_count,1024,
yosys,muxShareOfSynthArea,21.7,%
place,gp_congestion,0.903,
cts,cts_setup_buffers,0,
run,warning_count,26,
yosys,avgSynthCellArea,15.3,um2
routing,finalWirelength,196000,um
critical_path,max_stage_delay,1.04,ns
critical_path,start_kind,input pin,
pwr,pwr-share-clk,39.2,%
critical_path,cpMaxStageDelayCell,clkdlybuf4s50_1,
pwr,power.density,54.2,mW/mm2
routing,routed-via-count,35100,
cts,numCtsBuffers,119,
yosys,synthXorXnorAreaFrac,0,%
floorplan,die_x,443,um
cells_and_area,layout.cells.most_common,and2_1,
yosys,topCellsByArea,"edfxtp_1 53%, mux4_2 17%, and2_1 12%",
pwr,power_switching,0.906,mW
routing,antenna_left,0,
yosys,yosysUniqueCellTypes,41,
yosys,synth_top_area_share,52.8,%
grt,track_usage,21.1,%
critical_path,critPathMaxFanout,9,
yosys,yosys.area.top_type,edfxtp_1,
grt,grt_pass1_vias,37800,
cells_and_area,layout_top_cells,"1,073 x and2_1, 1,024 x edfxtp_1, 449 x mux4_2",
final_timing,finalHoldViolations,0,
run,cap_violations,0,
place,port-buffer-count,327,
cts,cts_sinks,1186,
cells_and_area,final_area,0.0687,mm2
cts,clk_pin_slew,0.06,ns
routing,dr.pass1.iters,5,
cts,ctsResizeCount,0,
floorplan,dieArea,0.196,mm2
floorplan,num_rows,161,
critical_path,rrSetupSlack,29.06,ns
routing,drtIter0Drc,2118,
floorplan,chipHeight,443,um
routing,vias_per_cell,5.27,
yosys,synthCells,3808,
place,dp_hpwl,115000,um
cells_and_area,area_delta_synth_final,18.0,%
min_path,hp-class,flop to flop,
pwr,p_comb_share,11.2,%
yosys,ys_ff,1186,
critical_path,critPathKind,input pin to primary output,
## power by group through the flow
stage	logic, mW	clock network [mW]	registers [mW]
4_1_cts	0.419	1.49	1.85
5_1_grt	0.441	1.54	1.86
6_report	0.419	1.46	1.85
## flip-flops by register name, summed over array words and instances (netlist names)
signal	flops
ALUControlE	3
ALUSrcE	1
Imm_Ext_E	12
MemWriteE	1
PCE	32
PCPlus4E	32
RD1_E	32
RD2_E	32
RD_E	5
RS1_E	5
RS2_E	5
RegWriteE	1
ResultSrcE	1
rf.Register	1024
## per-layer routing
layer,track usage [%],vias to the layer above
met1,22.8,17400
met2,33.0,2335
met4,8.43,11
met3,13.8,408
li1,-,15000
met5,0.830,-
## cell usage after synthesis, types with 4 or more instances
cell type and instances:
a211oi_1 31, inv_1 8, mux4_2 449, mux2i_1 254
o221ai_1 63, clkbuf_1 298, a2111oi_0 16, o21ai_0 32
nand2_1 15, and2_1 1074, edfxtp_1 1024, a2111oi_1 14
o22ai_1 32, buf_4 45, a2bb2oi_1 5, buf_1 13
nand3b_1 6, dfxtp_1 162, o22a_1 32, nor2_1 34
a22o_1 63, nor3_1 36, buf_6 15, a21oi_1 4
buf_2 56
## worst register-to-register path, delay by kind of cell, from the launching register on
| family | cells | cell delay (ns) |
|---|---|---|
| compound gates | 2 | 1.21 |
| flops | 1 | 0.38 |
| simple gates | 1 | 0.11 |
| mux | 1 | 0.48 |
## area by class of cell
class | instances | area (um2)
repair buffers | 496 | 4610
fillers | 17700 | 124000
flip-flops and latches | 1186 | 34000
clock inverters | 64 | 694
clock buffers | 161 | 3280
well taps | 2526 | 3160
inverters | 8 | 30.0
multi-input cells | 2217 | 23000
diodes | 8 | 20.0
## per-stage QoR
stage | setup WS [ns] | hold slack (ns) | std cells | utilization [%]
2_1_floorplan | 18.74 | 0.684 | 3840 | -
3_3_place_gp | 17.23 | 0.793 | 6433 | 33.6
3_5_place_dp | 17.23 | 0.797 | 6433 | 33.6
4_1_cts | 17.22 | 0.818 | 6658 | 35.6
5_1_grt | 17.20 | 0.867 | 6660 | 35.6
6_report | 17.18 | 0.805 | 6666 | 35.7
## worst paths after layout
check | start | cells after the start | to
worst max-delay path | InstrD[23] | 2 | RS2_D[3]
worst min-delay path | rf.Register[17][8]$_SDFFCE_PN0P_ | 3 | RD2_E[8]$_SDFF_PP0_
worst max register to register | rf.Register[15][15]$_SDFFCE_PN0P_ | 4 | RD2_E[15]$_SDFF_PP0_
worst min register to register | rf.Register[17][8]$_SDFFCE_PN0P_ | 3 | RD2_E[8]$_SDFF_PP0_
## cells by family after synthesis
family                 Yosys count
multiplexers                   703
other                            1
AND/OR/NAND/NOR               1185
AND-OR/OR-AND                  296
buffers and inverters          437
flip-flops                    1186
Power figures rest on the tool's default switching activity, not on a simulated workload.
